$ cat config.mk
export PLATFORM = sky130hd
export DESIGN_NAME = LCD_top
export DESIGN_NICKNAME = LCD_top
export VERILOG_FILES = /design/flow/design.v
export SDC_FILE = /design/flow/constraint.sdc
export NUM_CORES = 4
export LEC_CHECK = 1
export CORE_AREA = 10 10 114 114
export DIE_AREA = 0 0 124 124
$ cat constraint.sdc
current_design LCD_top

set clk_period 3.2
set clk_io_pct 0.2

create_clock -name clk0 -period $clk_period [get_ports {clk}]

set non_clock_inputs [all_inputs -no_clocks]
set_input_delay [expr $clk_period * $clk_io_pct] -clock clk0 $non_clock_inputs
set_output_delay [expr $clk_period * $clk_io_pct] -clock clk0 [all_outputs]
$ cat design.v
`timescale 1ns / 1ps
module LCD_base_driver(RS_Signal,data_in,counter,LCD_E,LCD_W,LCD_RS,data);
  input RS_Signal;
  input [1:0] counter;
  input [3:0] data_in;
  output wire LCD_RS,LCD_E,LCD_W;
  output wire [3:0] data; 
  reg LCD_RSr,LCD_Er;
  reg [3:0] datar;
  assign LCD_RS=LCD_RSr;
  assign LCD_E=LCD_Er;
  assign LCD_W=1'b0;
  assign data=datar;
  always @(RS_Signal or counter or data_in)
    case(counter)
      2'd0:begin
             LCD_Er=0;
             LCD_RSr=0;
             datar=data_in;
           end
      2'd1:begin
             LCD_Er=0;
             LCD_RSr=RS_Signal;
             datar=data_in;
           end
      2'd2:begin
             LCD_Er=1;
             LCD_RSr=RS_Signal;
             datar=data_in;
           end
      2'd3:begin
             LCD_Er=0;
             LCD_RSr=RS_Signal;
             datar=data_in;
           end
    endcase
endmodule
`timescale 1ns / 1ps
module LCD_driver ( clk, LINE1,LINE2,LCD_RS,LCD_E,LCD_W,data);
  input clk;
  input [127:0] LINE1,LINE2;
  output wire LCD_RS,LCD_E,LCD_W;
  output wire [3:0] data;
  wire [22:0] addr;
  wire [6:0] state;
  wire [1:0] counter;
  reg [22:0] addr_q,addr_d;
  reg [1:0] counter_q,counter_d;
  reg [6:0] state_q,state_d;
  reg [55:0] config_data;
  reg [0:319] mdata;
  wire rst,inc,operation;
  reg [8:0] lindex,rindex,r1index,l1index;
  reg RS_Signal;
  reg [3:0] data_out;
  LCD_base_driver driver(.RS_Signal(RS_Signal),.data_in(data_out),.counter(counter_q),.LCD_E(LCD_E),.LCD_W(LCD_W),.LCD_RS(LCD_RS),.data(data));
  assign state=state_q;
  assign addr=addr_q;
  assign counter=counter_q;
  assign process=(state<81);
  assign rst= (addr==1000000);
  assign inc= (counter==2'b00);
  assign operation = (state<4'd14) || state==6'd47 || state==6'd48;
  initial begin
    addr_q=23'd0;
    addr_d=23'd0;
    state_q=2'd0;
    counter_q=2'd0;
    data_out=4'h0;
    RS_Signal=1'b0;
  end
  always @(*) begin
    addr_d=addr_q+1'b1;
    counter_d=counter_q+1'b1;
    lindex=state_q<<2;
    rindex=lindex+2'b11;
	 l1index=lindex+2'b01;
	 r1index=lindex+2'b10;
    config_data=56'h333228060C0180;
    mdata={{config_data[55:0]},{LINE1[127:0]},{8'hC0},{LINE2[127:0]}};
	 if(process)
      state_d=state_q+1'b1;
	 else
	   state_d=7'd0;
  end
  always @(posedge clk) begin
    if (rst) begin
      addr_q<=27'd0;
      counter_q<=counter_d;
      if(inc) 
        state_q<=state_d;
    end
    else begin
      addr_q<=addr_d;
    end
  end
  always @(posedge clk) begin
    data_out[0]=mdata[rindex];
	 data_out[3]=mdata[lindex];
	 data_out[1]=mdata[r1index];
	 data_out[2]=mdata[l1index];
    RS_Signal= ~operation;
  end
endmodule
`timescale 1ns / 1ps
module LCD_top(clk,LCD_RS,LCD_E,LCD_W,data);
  output wire LCD_RS,LCD_E,LCD_W;
  output wire [3:0] data;
  input clk;
  reg [127:0] LINE1,LINE2;
  LCD_driver driverm(.clk(clk),.LINE1(LINE1),.LINE2(LINE2),.LCD_RS(LCD_RS),.LCD_E(LCD_E),.LCD_W(LCD_W),.data(data));
  initial begin
  LINE1=128'h2057454C434F4D4520544F2043534520;
  LINE2=128'h20492049204920204B414E5055522020;
  end
endmodule
$ cat run.sh
#!/bin/bash
# OpenROAD 26Q1-2900-gdf79404cd8, Yosys 0.63+post, stock flow scripts
make -C /OpenROAD-flow-scripts/flow DESIGN_CONFIG=/design/flow/config.mk WORK_HOME=/design/flow/orfs finish
==> out/metrics.cfg <==
[synth]
ys_ff = 37
synth.largest_area_cell = dfxtp_1
ys_cells = 255
yosys-stat-area_sq_um = 2180
synth_cell_type_count = 49
async_flop_share = 0
synth.top_cell.area_share = 0.258
synth_cells = 255
yosysSeqAreaShare = 0.382
syn-mean-instance-area_sq_um = 8.53
synthesis.area_sq_um = 2180
synth-edff-count = 9
ys_warn_count = 4
synth-main-ff-cell = dfxtp_1
topCellsByArea = dfxtp_1 26%, edfxtp_1 12%, xnor2_1 6.0%

[timing]
max-slew-margin-rel = 0.566
finalClockPeriodUsage = 0.733
post-route-min-period_ps = 2350
setup_viol = 0
fin_skew_ps = 9.61
fmax_ghz = 0.426
finalMaxSlewViolations = 0
rsz0062_at_grt = no
worst_slew_pin_slew_ps = 651
hold_violations = 0
timing.setup.tns_ps = 0

[layout]
final-comb-area_sq_um = 1230
drive_gt1_frac = 0.0627
seq_area_sq_um = 831
n_fill_cell = 1126
final_cells = 391
area_growth_pct = 11.8

[worst_setup_path]
end_kind = flop
cp_data_required_time_ps = 3410
path_class = reg2reg
startpoint_type = flop
startpoint = driverm.state_q[4]
r2r_start = driverm.state_q[4]
arrival_ps = 2560
crit_fanout = 16

[die]
die-area_sq_um = 15400
die_h_um = 124
die_w_um = 124
io_pins = 8
fp_util = 0.209
num_rows = 37
design.core.area_sq_um = 10400

[routing]
antennaDiodeCount = 0
drc = 0
drtIter0Drc = 129
dr_total_vias = 1751
ant_nets = 0
totalWireLength_um = 4260
dr.pass1.iters = 4
wire_per_inst_um = 10.9
vias_per_cell = 4.48

[grt]
busiest_layer = met1
grtUsageMet2 = 0.0815
gr-usage-all-layers = 0.0572
grtUsageMet3 = 0.0179
grt_pass1_vias = 1585
met1_usage = 0.0841
grt_pass1_wl_um = 7440
grt_max_degree = 24
globalRouteOverflowTotal = 0
antenna_found_initial = 0

[clock_tree]
path_clk_slew_ps = 70
ctsHoldBuffers = 0
cts_root_buf = clkbuf_8
cts_buffers = 5
h-tree-depth = 2
cts_tree = yes
insertion_delay_ps = 290
cts_setup_buffers = 0
ctsResizeCount = 0
clock_path_buffers = 2
clkSinkCount = 37

[flow_run]
cap_viol_max_count = 0
warning_count = 31

[place]
portBuffers = 6
gp_congestion = 0.934
hpwl_um = 2960
dpl.cell_count = 383

[run_status]
outcome = complete, no violations

[power_and_ir_drop]
leakage_nw = 0.852
power_density_nw_per_um2 = 332
vdd_drop_max_v = 0.000184
finalPower_uw = 806

[min_path]
min_from = driverm.addr_q[22]
hold_path.class = reg2reg

[final timing paths]
path / to / slack (ps) / depth (start not counted)
setup reg to reg: driverm.data_out[0] / 850 / 6
hold / removal: driverm.addr_q[22] / 460 / 1
setup / recovery: driverm.data_out[0] / 850 / 6
hold reg to reg: driverm.addr_q[22] / 460 / 1
[per-layer routing]
layer	vias up	share of wire
li1	899	-
met1	800	0.50
met2	46	0.41
met3	6	0.073
met4	0	0.016
met5	-	0
[sequential cells by signal (all words and copies together) (netlist names)]
| name | cells |
|---|---|
| driverm.data_out | 4 |
| driverm.state_q | 7 |
| driverm.counter_q | 2 |
| driverm.RS_Signal | 1 |
| driverm.addr_q | 23 |
[logic make-up after synthesis]
| kind of cell | after synthesis | share of synthesized area |
|---|---|---|
| AND-OR/OR-AND | 49 | 0.142 |
| XOR/XNOR | 25 | 0.101 |
| adder cells (fa/ha/maj) | 10 | 0.0575 |
| buffers and inverters | 26 | 0.0518 |
| flip-flops | 37 | 0.382 |
| other | 1 | 0.00172 |
| AND/OR/NAND/NOR | 107 | 0.265 |
[power by group]
group	internal [mW]	switching, mW	leakage, nW
clock	0.154	0.176	0.0445
combinational	0	0.0000527	0.477
sequential	0.476	0	0.330
[layout by cell type, fill, tap and decap left out, types with 3 or more instances in the layout]
cell type | synthesis | layout
nor2b_1 | 7 | 7
nor3_1 | 4 | 4
ha_1 | 10 | 10
edfxtp_1 | 9 | 9
inv_1 | 10 | 10
xor2_1 | 10 | 10
nand2b_1 | 3 | 3
nand2_1 | 20 | 20
o22ai_1 | 3 | 3
nor2_1 | 23 | 23
dfxtp_1 | 28 | 28
or3_1 | 4 | 4
nor3b_1 | 3 | 3
nor4_1 | 3 | 3
xnor2_1 | 15 | 15
nand3b_1 | 3 | 3
clkdlybuf4s50_1 | 0 | 6
o21ai_0 | 15 | 15
nand4_1 | 7 | 7
a21oi_1 | 12 | 12
a31oi_1 | 3 | 3
o31ai_1 | 3 | 3
clkbuf_8 | 0 | 5
nand3_1 | 15 | 15
[stage by stage]
step	utilization	hold WS, ps	setup WS (ps)	instance area (sq um)
3_5_place_dp	0.225	453	889	2340
6_report	0.234	464	855	2430
5_1_grt	0.234	508	751	2430
3_3_place_gp	0.225	452	951	2340
2_1_floorplan	-	434	1340	2180
4_1_cts	0.234	469	882	2430
[final cells by class]
type                    instances  area share
flip-flops and latches         37       0.342
clock buffers                   5      0.0283
inverters                      11      0.0170
clock inverters                 3     0.00874
multi-input cells             192       0.507
well taps                     136      0.0700
repair buffers                  7      0.0278
[synthesized netlist by cell type, types with 3 or more instances]
cell type and count:
dfxtp_1 28, nor2_1 23, nand2_1 20, nand3_1 15, o21ai_0 15, xnor2_1 15
a21oi_1 12, ha_1 10, inv_1 10, xor2_1 10, edfxtp_1 9, nand4_1 7
nor2b_1 7, buf_2 6, clkbuf_1 4, nor3_1 4, or3_1 4, a31oi_1 3
buf_1 3, nand2b_1 3, nand3b_1 3, nor3b_1 3, nor4_1 3, o22ai_1 3
o31ai_1 3
[critical path, stage by stage, from the launching register on]
cell,delay [ps]
edfxtp_1,640
inv_2,180
ha_1,480
or4_1,570
nor4bb_1,160
o31a_1,110
a211oi_2,130
Power and IR drop assume default switching activity.
