$ cat design/flow/run.sh
#!/bin/bash
# OpenROAD 26Q1-2900-gdf79404cd8, Yosys 0.63+post, stock flow scripts
make -C /OpenROAD-flow-scripts/flow DESIGN_CONFIG=/design/flow/config.mk WORK_HOME=/design/flow/orfs finish
$ cat design/flow/config.mk
export PLATFORM = sky130hd
export DESIGN_NAME = lab10
export DESIGN_NICKNAME = lab10
export VERILOG_FILES = /design/flow/design.v
export SDC_FILE = /design/flow/constraint.sdc
export NUM_CORES = 4
export LEC_CHECK = 1
export CORE_UTILIZATION = 50
$ cat design/flow/constraint.sdc
current_design lab10

set clk_period 4.1
set clk_io_pct 0.2

create_clock -name clk0 -period $clk_period [get_ports {clk}]

set non_clock_inputs [all_inputs -no_clocks]
set_input_delay [expr $clk_period * $clk_io_pct] -clock clk0 $non_clock_inputs
set_output_delay [expr $clk_period * $clk_io_pct] -clock clk0 [all_outputs]
$ cat design/flow/design.v
`timescale 1ns / 1ps
module lab10(clk, leds);
    input clk;
    output [7:0] leds;
    reg [7:0] leds;
    reg [31:0] memory [13:0];
    reg [7:0] data [31:0];
    reg [7:0] arr [10:0];
    reg [7:0] pcount;
    reg [2:0] state;
    integer i;
    reg [31:0] temp;
    reg [5:0] opcode;
    reg [4:0] rs;
    reg [4:0] rt;
    reg [4:0] rd;
    reg [5:0] func;
    reg [7:0] immediate;
    reg [27:0] dest;
    reg [7:0] rs_val;
    reg [7:0] rt_val;
    initial begin
        for (i = 0; i < 8; i = i + 1) begin
            data[i] <= 0;
        end
        for (i = 8; i < 30; i = i + 1) begin
            data[i] <= 0;
        end
        for (i = 0; i < 10; i = i + 1) begin
            arr[i] <= 1;
        end
        arr[10] <= 8;
        arr[1] <= 8'b11111111;
        temp <= 0;
        opcode <= 0;
        rs <= 0;
        rt <= 0;
        rd <= 0;
        func <= 0;
        immediate <= 0;
        dest <= 0;
        rs_val <= 0;
        rt_val <= 0;
        pcount <= 12;
        state <= 0;
        memory[0]  <= 32'b00100100000000100000000000000000;
        memory[1]  <= 32'b00100100000000110000000000000000;
        memory[2]  <= 32'b00000000011000010010000000101010;
        memory[3]  <= 32'b00010000000001000000000000001000;
        memory[4]  <= 32'b00100100000001010000000000001010;
        memory[5]  <= 32'b00010000101000110000000000000110;
        memory[6]  <= 32'b10001100011001100000000000000000;
        memory[7]  <= 32'b00000000010001100001000000100001;
        memory[8]  <= 32'b00100100011000110000000000000001;
        memory[9]  <= 32'b00000000011000010010000000101010;
        memory[10] <= 32'b00010100000001001111111111111011;
        memory[11] <= 32'b00000011111000000000000000001000;
        memory[12] <= 32'b10011100000000010000000000001010;
        memory[13] <= 32'b00001100000000000000000000000000;
        leds = 4;
        data[30] <= 4;
        data[31] <= 0;
    end
    always @(posedge clk) begin
        if (state == 0) begin
            temp <= memory[pcount];
            state <= 1;
        end
        else if (state == 1) begin
            opcode <= temp[31:26];
            if (opcode == 0) begin  
                rs <= temp[25:21];
                rt <= temp[20:16];
                rd <= temp[15:11];
                func <= temp[5:0];
            end
            else if (opcode == 3) begin  
                dest <= temp[25:0] * 4;
            end
            else begin  
                rs <= temp[25:21];
                rt <= temp[20:16];
                immediate <= temp[7:0];
            end
            state <= 2;
        end
        else if (state == 2) begin
            if (opcode == 0) begin  
                rs_val <= data[rs];
                rt_val <= data[rt];
            end
            else if (opcode != 2) begin  
                rs_val <= data[rs];
            end
            state <= 3;
        end
        else if (state == 3) begin
            if (opcode == 0) begin  
                if (func == 6'h2a) begin  
                    if ($signed(rs_val) < $signed(rt_val)) begin
                        data[rd] <= 1;
                    end
                    else begin
                        data[rd] <= 0;
                    end
                end
                else if (func == 6'h21) begin  
                    data[rd] <= rs_val + rt_val;
                end
                else if (func == 6'h8) begin  
                    pcount <= rs_val;
                end
            end
            else if (opcode == 6'h9) begin  
                data[rt] <= immediate + rs_val;
            end
            else if (opcode == 6'h4) begin  
                if (data[rt] == rs_val) begin
                    pcount <= pcount + immediate;
                end
            end
            else if (opcode == 6'h5) begin  
                if (data[rt] != rs_val) begin
                    pcount <= pcount + immediate;
                end
            end
            else if (opcode == 6'h3) begin  
                data[31] <= pcount + 1;
                pcount <= dest;
            end
            else if (opcode == 6'h23) begin  
                dest <= rs_val + immediate;
            end
            state <= 4;
        end
        else if (state == 4) begin
            if (opcode == 6'h23) begin  
                data[rt] <= arr[dest];
            end
            state <= 5;
        end
        else if (state == 5) begin
            if (pcount < 1) begin
                state <= 0;
            end
            else begin
                state <= 6;
            end
            data[2] <= data[30];
        end
        else if (state == 6) begin
            leds <= data[2];
        end
    end
endmodule
==> impl_metrics.json <==
{
  "worstMarginPinSlew_ns": 1.15,
  "cts_root_buf": "clkbuf_16",
  "grt.total_usage": 0.263,
  "synth-seq-cells": 217,
  "placed_cell_area_um2": 11300,
  "hold_buffers": 0,
  "io_pins": 9,
  "clock_sinks": 217,
  "ant_nets": 0,
  "avgViaCountPerCell": 5.73,
  "dp_hpwl_mm": 17.4,
  "drive_gt1_frac": 0.157,
  "h-tree-depth": 1,
  "drtIter0Drc": 359,
  "die_h_um": 148,
  "area_growth_pct": 13.5,
  "drv_cap": 0,
  "synthArstFlopShare": 0,
  "syn_inst": 711,
  "top_area_frac": 0.606,
  "setup_violations": 0,
  "clk_path_buf_depth": 3,
  "die_area_um2": 21800,
  "antenna_cells": 0,
  "vias": 6202,
  "cpMostUsedCell": "nor2_1",
  "rr_worst_depth": 8,
  "hold_path.class": "flop to flop",
  "max-slew-margin-rel": 0.228,
  "grt_pass1_vias": 6524,
  "fin_crit_ns": 3.71,
  "slowest_delay_ns": 0.84,
  "grt_pass1_wl_mm": 37.9,
  "grt-ovfl-total": 0,
  "hold_path_depth": 0,
  "tritoncts.num_buffers": 23,
  "top_cells_by_area": "edfxtp_1, mux4_2, ha_1",
  "post-route-period-util": 0.906,
  "path_max_fanout": 11,
  "p_per_area_nw_per_um2": 377,
  "finalInstanceArea_um2": 12000,
  "critPathKind": "flop to flop",
  "die_w_um": 148,
  "worstPathRequired_ns": 4.24,
  "p_leak_nw": 4.44,
  "openroad.warnings": 37,
  "antenna_found_initial": 0,
  "finalWirelength_mm": 24.6,
  "post_cts_resize_count": 0,
  "yosysChipArea_um2": 10600,
  "grt_max_degree": 33,
  "gp_congestion": 0.907,
  "top_area_cell": "edfxtp_1",
  "initCoreUtil": 0.517,
  "fmax_mhz": 269,
  "avgSynthCellArea_um2": 14.9,
  "cts_setup_buffers": 0,
  "cp-start-kind": "flop",
  "flop_cell": "edfxtp_1",
  "cts_tree": "built",
  "synth_cell_types": 73,
  "rsz0062_at_grt": "false",
  "status": "completed",
  "routedWlPerCell_um": 22.7,
  "placementRows": 52,
  "endpoint_kind": "flop",
  "drv_slew": 0,
  "synth_seq_share": 0.612,
  "synth_warnings": 1,
  "path_cells": "or2_1 > o31ai_1 > or2_2 > inv_1 > nor2_1 > and2_1 > nand2_1 > nor2_1",
  "cp.arrival_ns": 3.85,
  "path_clk_slew_ns": 0.06,
  "final_hold_viol_count": 0,
  "clk_latency_ns": 0.53,
  "ys_cells": 711,
  "fin_worst_skew_ns": 0.0137,
  "io_buffers": 8,
  "crit_slowest_cell": "nor2_1",
  "drtPass1Iterations": 4,
  "ir_drop_mv": 0.362,
  "core_um2": 20500,
  "drc": 0,
  "fin_setup_tns_ns": 0,
  "edf_count": 214,
  "syn_area_um2": 10600
}
## power by group
| group | internal, mW | leakage [nW] | switching, mW |
|---|---|---|---|
| logic | 0.00726 | 1.98 | 0.0119 |
| clock network | 1.23 | 0.371 | 0.851 |
| registers | 2.42 | 2.09 | 0.00594 |
| total | 3.66 | 4.44 | 0.869 |
## cell families after synthesis
family	synth area share
AOI/OAI and AO/OA	0.0802
xor gates and xnor gates	0.0215
adders and majority gates	0.0482
buffers and inverters	0.0275
DFF	0.612
muxes	0.126
other	0.000354
and+or+nand+nor	0.0843
## cells in the mapped netlist, types with 9 or more instances
master / count
a21oi_1: 23
clkbuf_1: 13
edfxtp_1: 214
ha_1: 36
inv_1: 33
mux2i_1: 31
mux4_2: 43
nand2_1: 40
nand2b_1: 9
nor2_1: 41
nor2b_1: 9
nor3_1: 14
o21ai_0: 32
xnor2_1: 16
xor2_1: 10
## layout by cell type (no fill, tap or decap), drive strengths merged, types with 6 or more instances in the layout
cell type / count
a211oi: 7
edfxtp: 214
conb: 56
nor4: 6
xor2: 10
clkinv: 9
or2: 7
a22oi: 6
a21oi: 23
nor3: 14
nand2b: 9
clkbuf: 28
mux2i: 31
inv: 34
nor2b: 9
a22o: 6
nand2: 40
a21o: 7
o21ai: 33
clkdlybuf4s50: 8
ha: 36
buf: 25
and2: 7
mux4: 43
nor2: 42
xnor2: 16
## critical path, delay by kind of cell (launching register included)
kind | cells | cell delay, ns
DFF | 1 | 0.47
buffers and inverters | 1 | 0.34
AOI/OAI and AO/OA | 1 | 0.46
and+or+nand+nor | 6 | 2.06
## area by class of cell
type	instances	area (µm²)
Tap cell	270	338
Multi-Input combinational cell	488	4040
Timing Repair Buffer	33	280
Clock inverter	13	164
Fill cell	1574	8460
Inverter	34	128
Clock buffer	28	594
Sequential cell	217	6490
## routing by layer
layer,track usage,up-vias,share of wire
met5,0,-,0
met1,0.414,3018,0.41
met3,0.137,25,0.12
met4,0.0438,0,0.019
met2,0.370,276,0.45
li1,-,2883,-
## sequential cells by signal, indices dropped and copies added, names as in the netlist
register   count
opcode         5
temp          20
rd             3
pcount         8
immediate      6
leds           8
rs_val         8
rt             3
dest           8
state          3
rt_val         8
rs             4
func           5
data         128
## through the flow
step                      utilization  hold slack, ns  cells  total power [mW]  worst slack [ns]
final                           0.587           0.420   1083              4.53             0.386
after global routing            0.587           0.425   1083              4.65             0.101
after CTS                       0.587           0.421   1083              4.56             0.371
after detailed placement        0.550           0.405   1042              2.49             0.364
after global placement          0.550           0.409   1042              2.49             0.301
after floorplan                     -           0.400    766              2.49              1.28
## final timing paths
| path | startpoint | slack (ns) | end |
|---|---|---|---|
| max | opcode[5]$_DFFE_PP_ | 0.39 | data[4][7]$_DFFE_PP_ |
| min | temp[27]$_DFFE_PP_ | 0.42 | opcode[1]$_DFFE_PP_ |
| max reg2reg | opcode[5]$_DFFE_PP_ | 0.39 | data[4][7]$_DFFE_PP_ |
| min reg2reg | temp[27]$_DFFE_PP_ | 0.42 | opcode[1]$_DFFE_PP_ |
No activity file was given, so power comes from the tool's default toggle rates.
